--- flow/design.v ---
module rf(
	input clk,
	input reset,
	input [4:0] A1,
	input [4:0] A2,
	input [4:0] A3,
	input [31:0] WD3,
	input WE,
	output [31:0] RD1,
	output [31:0] RD2
);
reg [31:0] reg_mem [0:31];
assign RD1 = reg_mem[A1];
assign RD2 = reg_mem[A2];
integer i;
always @ (posedge clk or posedge reset)
	if (reset) 
		for (i = 0; i < 32; i = i + 1)
			reg_mem[i] <= 32'b0;
	else if (WE)
		if (A3 != 0)
			reg_mem[A3] <= WD3;
endmodule
--- flow/constraint.sdc ---
current_design rf

set clk_period 9.5
set clk_io_pct 0.2

create_clock -name clk0 -period $clk_period [get_ports {clk}]

set non_clock_inputs [all_inputs -no_clocks]
set_input_delay [expr $clk_period * $clk_io_pct] -clock clk0 $non_clock_inputs
set_output_delay [expr $clk_period * $clk_io_pct] -clock clk0 [all_outputs]
--- flow/run.sh ---
#!/bin/bash
# OpenROAD 26Q1-2900-gdf79404cd8, Yosys 0.63+post, stock flow scripts
make -C /OpenROAD-flow-scripts/flow DESIGN_CONFIG=/design/flow/config.mk WORK_HOME=/design/flow/orfs finish
--- flow/config.mk ---
export PLATFORM = sky130hd
export DESIGN_NAME = rf
export DESIGN_NICKNAME = rf
export VERILOG_FILES = /design/flow/design.v
export SDC_FILE = /design/flow/constraint.sdc
export NUM_CORES = 4
export LEC_CHECK = 1
export CORE_UTILIZATION = 50
==> Implementation_results.wiki <==
== Flow metrics ==
{| class="wikitable"
! Metric !! Value
|-
| Static Leak || 25.5 nW
|-
| Area of the mapped netlist || 51,200 µm²
|-
| Share of power burned in combinational logic || 0.145
|-
| RSZ-0062 raised after global routing || false
|-
| Number of flip-flops in the largest register || between 1,000 and 1,500
|-
| Gates resized, CTS repair || 0
|-
| Number of warnings reported in the yosys synthesis log || 2
|-
| Post-detail-place hpwl || between 150,000 and 200,000 µm
|-
| Worst Skew || 0 ns
|-
| Main flop type || dfrtp_1
|-
| Overall die area || just over 100,000 µm²
|-
| Final estimated routing congestion in global placement || approximately 1.1
|-
| Count of different cell masters after synthesis || 65
|-
| Power density over the cells || around 210 nW/µm²
|-
| Clock buffer depth || 3
|-
| Final WS setup || between 1 and 1.5 ns
|-
| Count of unresolved DRC violations after routing || 0
|-
| Seq/Total Area, Yosys || 0.500
|-
| Largest fanout on the critical path || 35
|-
| Initial detailed-routing violation count || 6,438
|-
| Post-Place Setup Slack || ~1.8 ns
|-
| Critical path's most frequent cell || buf_4
|-
| Synthesis-to-finish area growth || 13.6%
|-
| Sink count of the clock tree || ~1,000
|-
| Endpoint type of the worst setup path || output pin
|-
| Chip height || 322 µm
|-
| Highest metal used || met5
|-
| Gate Count Post-Synth || about 4,400
|-
| Launch point of the worst path || A1[1]
|-
| Number of antenna violations at the first check in global routing || 17
|-
| Number of buffers inserted by post-CTS setup repair || 0
|-
| Final design utilization || 0.573
|-
| Global-route wire length before repair || ~360,000 µm
|-
| Relative slew slack || 0.225
|-
| Critical path, cell by cell || buf_2 -> buf_4 -> nand3b_1 -> nor2_4 -> buf_4 -> a22oi_1 -> nand4_1 -> nor3_1 -> a21oi_1 -> clkdlybuf4s50_1
|-
| Post-layout min period || just over 8 ns
|-
| Via total after detailed routing || 45,300
|-
| Ranking of synthesized cells by instance count || dfrtp_1 (1,024), mux2_2 (992), a22oi_1 (756)
|-
| Final tally of max-slew violations || 0
|-
| Setup CP Type || input port to output pin
|-
| Synthesized area per cell || roughly 12 µm²
|-
| Clock Power Share || 0.363
|-
| Routed met3 length || 46,900 µm
|-
| Pint || 8.70 mW
|-
| X dimension of the die || 322 µm
|-
| Final wirelength || 265,000 µm
|-
| I/O pin total || 114
|-
| Final antenna-violating net count || 0
|-
| Net switching component of the power || 3.58 mW
|-
| Fmax achieved || ~120 MHz
|-
| Post-Route M1 WL || around 90,000 µm
|-
| Max stage delay on crit path || 0.80 ns
|-
| Most frequently used cell type in the post-synthesis netlist || dfrtp_1
|-
| Post-synthesis async set-or-reset flop share || 1.00
|-
| Reg-to-reg critical path startpoint || reg_mem[18][5]
|-
| Max_cap viols || 0
|-
| Number of enable-type register cells in the synthesized netlist || 0
|-
| Sw Ratio || 0.292
|-
| Dominant cell area share || 0.500
|-
| Starting utilization of the core area || 0.504
|-
| Source-to-sink clock delay at the later pin of the worst-skew pair || about 0.73 ns
|-
| Post-synth regs || between 1,000 and 1,500
|-
| Detail Route met2 WL || around 100,000 µm
|-
| Fin Setup TNS || 0 ns
|-
| Remaining global-route overflow || 0
|-
| Routed via count divided by cell count || about 7.7
|-
| Reg2Reg Capture Point || reg_mem[18][5]
|-
| Core Area || just over 100,000 µm²
|-
| Pin count of the biggest net entering global routing || between 100 and 150
|-
| Total tool warning count || about 47
|-
| Post-route fraction of the period consumed by the critical path || 0.857
|-
| CP required || roughly 7.6 ns
|-
| Largest area contributor in the netlist || dfrtp_1
|-
| Startpoint kind of the worst setup timing path || input port
|-
| Clock transition at path regs || approximately 0.060 ns
|-
| Number of detailed-route iterations in the first pass || 10
|-
| Number of hold violations in the final report || 0
|-
| Std cell rows || ~120
|-
| Register with the highest flop count || reg_mem
|-
| Share of final-layout standard cells stronger than drive strength 1 || 0.336
|-
| Cell total in the yosys stat output || 4,384
|-
| Timing endpoint of the critical path || RD1[8]
|-
| Average routed wire per standard cell || 45.1 µm
|-
| Largest registers || reg_mem (1024)
|-
| Count of buffers inserted at the top-level ports || roughly 110
|-
| Tally of filler cells in the layout || about 8,500
|-
| Root Buffer || clkbuf_16
|-
| Class of the worst hold path || flop to flop
|-
| Reg power frac || 0.493
|-
| CTS tree || yes
|-
| Final setup violation count || 0
|-
| Via count of the first global-routing pass || 44,300
|-
| Register-to-Register Setup Slack || around 8.6 ns
|-
| Result of the run || finished clean
|-
| Chip area from the yosys synthesis statistics || 51,200 µm²
|-
| Maximum level of the CTS H-tree || 3
|-
| Aggregate global-route resource usage || 0.541
|-
| Slew at the pin closest to its max-slew limit || 1.16 ns
|-
| Master of the slowest instance on the critical path || buf_4
|-
| Data arrival time of the critical path || approximately 6.2 ns
|-
| VDD IR max || between 0.00015 and 0.0002 V
|-
| R2R depth || 1
|-
| Clock buffers created by TritonCTS || roughly 110
|-
| Hold buffer count at CTS || 0
|-
| Top cells by area, synth || dfrtp_1 (50%), mux2_2 (22%), a22oi_1 (11%), nand2_1 (1.8%), clkbuf_1 (1.6%)
|}
## worst min path at each step
stage / startpoint / to / cells after the start
CTS: reg_mem[0][14] / reg_mem[0][14] / 0
global route: reg_mem[0][31] / reg_mem[0][31] / 0
finish: reg_mem[0][14] / reg_mem[0][14] / 0
## per-stage QoR
| step | hold slack [ns] | area (µm²) | power [mW] | std cells |
|---|---|---|---|---|
| CTS | 0.404 | 58100 | 12.2 | 5845 |
| global placement | 0.388 | 54500 | 7.77 | 5649 |
| floorplan | 0.451 | 51200 | 6.88 | 4384 |
| finish | 0.403 | 58200 | 12.3 | 5861 |
| detailed placement | 0.389 | 54500 | 7.79 | 5649 |
| global route | 0.413 | 58100 | 12.6 | 5846 |
## routing by layer
layer	track usage	up-vias
li1	-	16800
met1	0.674	22500
met2	0.682	4348
met3	0.364	1674
met4	0.361	24
met5	0.0189	-
## cell usage in the layout, fill, tap and decap left out, types with 19 or more instances in the layout
| master | instances |
|---|---|
| nand3_1 | 54 |
| a22oi_1 | 756 |
| nor3_1 | 77 |
| mux2i_1 | 56 |
| a221oi_1 | 20 |
| nor2_1 | 108 |
| a32oi_1 | 19 |
| mux2_2 | 992 |
| nor2_4 | 69 |
| clkbuf_16 | 110 |
| clkbuf_8 | 26 |
| a222oi_1 | 24 |
| nand2_1 | 236 |
| o21ai_0 | 31 |
| nor4_1 | 30 |
| buf_4 | 221 |
| clkdlybuf4s50_1 | 103 |
| a22o_1 | 34 |
| dfrtp_1 | 1024 |
| a21oi_1 | 86 |
| nand4_1 | 92 |
| clkbuf_1 | 27 |
## cell families (layout without fill, tap and decap cells)
logic type	Yosys count	in the layout	share of synthesized area
flops	1024	1024	0.500
mux	1065	1065	0.233
other cells	0	16	0
buf+inv	453	546	0.0380
compound gates	1060	1060	0.154
simple gates	782	782	0.0749
## layout make-up
| type | count | area (µm²) | share of cell area |
|---|---|---|---|
| sequential | 1024 | 25600 | 0.440 |
| multi-input combinational | 2907 | 24200 | 0.416 |
| clock buffer | 163 | 3210 | 0.0552 |
| timing repair buffer | 342 | 2920 | 0.0501 |
| tap | 1368 | 1710 | 0.0294 |
| clock inverter | 33 | 455 | 0.00783 |
| antenna | 16 | 40.0 | 0.000688 |
| inverter | 8 | 33.8 | 0.000581 |
## power groups by stage
| stage | combinational [mW] | sequential, mW | clock [mW] |
|---|---|---|---|
| after CTS | 1.73 | 6.00 | 4.46 |
| after global routing | 1.88 | 6.12 | 4.62 |
| final | 1.78 | 6.06 | 4.45 |
## worst max-delay path, delay by kind of cell
family,cells,cell delay (ns)
AND-OR/OR-AND,2,0.58
AND/OR/NAND/NOR,4,1.58
buffers and inverters,4,2.05
Power figures rest on the tool's default switching activity, not on a simulated workload.
