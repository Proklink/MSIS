**flow/run.sh**
```bash
#!/bin/bash
# OpenROAD 26Q1-2900-gdf79404cd8, Yosys 0.63+post, stock flow scripts
make -C /OpenROAD-flow-scripts/flow DESIGN_CONFIG=/design/flow/config.mk WORK_HOME=/design/flow/orfs finish
```
**flow/config.mk**
```make
export PLATFORM = sky130hd
export DESIGN_NAME = miriscv_ram
export DESIGN_NICKNAME = miriscv_ram
export VERILOG_FILES = /design/flow/design.v
export SDC_FILE = /design/flow/constraint.sdc
export NUM_CORES = 4
export LEC_CHECK = 1
export CORE_UTILIZATION = 30
```
**flow/constraint.sdc**
```tcl
current_design miriscv_ram

set clk_period 32.1
set clk_io_pct 0.2

create_clock -name clk0 -period $clk_period [get_ports {clk_i}]

set non_clock_inputs [all_inputs -no_clocks]
set_input_delay [expr $clk_period * $clk_io_pct] -clock clk0 $non_clock_inputs
set_output_delay [expr $clk_period * $clk_io_pct] -clock clk0 [all_outputs]
```
**flow/design.v**
```verilog
module miriscv_ram
#(
  parameter RAM_SIZE      = 256,  
  parameter RAM_INIT_FILE = ""			 
)
(
  input clk_i,									 
  input rst_n_i,								 
  output logic  [31:0]  instr_rdata_o,	 
  input         [31:0]  instr_addr_i,	 
  output logic          data_gnt_o,		 
  output logic          data_rvalid_o,	 
  output logic  [31:0]  data_rdata_o,	 
  input                 data_req_i, 	 
  input                 data_we_i,		 
  input         [3:0]   data_be_i,		 
  input         [31:0]  data_addr_i,	 
  input         [31:0]  data_wdata_i	 
);
  reg [31:0]    mem [0:RAM_SIZE/4-1];	 
  reg [31:0]    data_int;
  integer ram_index;
  initial begin
    if(RAM_INIT_FILE != "")
      $readmemh(RAM_INIT_FILE, mem);
    else
      for (ram_index = 0; ram_index < RAM_SIZE/4-1; ram_index = ram_index + 1)
        mem[ram_index] = {32{1'b0}};
  end
  assign instr_rdata_o = mem[(instr_addr_i / 4) % RAM_SIZE];
  assign data_gnt_o = data_req_i;
  always@(posedge clk_i) begin
    if	(!rst_n_i) begin			 
      data_rvalid_o <= 1'b0;		
      data_rdata_o  <= 32'b0;
    end
    else if	(data_req_i) begin	 
      data_rdata_o <= mem[(data_addr_i / 4) % RAM_SIZE];
      data_rvalid_o <= 1'b1;		 
      if	(data_we_i && data_be_i[0])
        mem [data_addr_i[31:2]] [7:0]  <= data_wdata_i[7:0];
      if	(data_we_i && data_be_i[1])
        mem [data_addr_i[31:2]] [15:8] <= data_wdata_i[15:8];
      if	(data_we_i && data_be_i[2])
        mem [data_addr_i[31:2]] [23:16] <= data_wdata_i[23:16];
      if	(data_we_i && data_be_i[3])
        mem [data_addr_i[31:2]] [31:24] <= data_wdata_i[31:24];
    end else
      data_rvalid_o <= 1'b0;
  end
endmodule
```
==> notes.md <==
From the run reports.

- The run finished with clean final reports.
- Hold timing on the final database bottoms out at a slack of 0.561 ns.
- The net switching power of the design reads 1.42 mW.
- The number of antenna violations at the first check in global routing was 16.
- The maximum level of the CTS H-tree reads 4.
- The share of total power in sequential cells is 49.9%.
- The number of violations of the max-capacitance limit is 0.
- The worst hold path depth reads 2.
- The number of buffer and inverter stages on the critical path is 6.
- The synthesized instance count is 5425.
- The pin closest to its max-slew limit shows a slew of 1.16 ns.
- The cell chosen for the clock root is sky130_fd_sc_hd__clkbuf_16.
- The cell count of the worst reg-to-reg path reads 6.
- The routed wire length reads 345000 um.
- For the finished layout, the period the worst path requires is 18.28 ns.
- The top flip-flop cell by instance count after synthesis is sky130_fd_sc_hd__edfxtp_1.
- The total half-perimeter wirelength after legalization and detailed placement is 217000 um.
- In the CTS report, the clock slew at the register clock pins of the worst setup and hold paths is listed as 0.06 ns.
- The first-iteration detailed-routing DRC count reads 4453.
- For the final routed database, the setup TNS stands at 0 ns.
- The flow reported a cell area power density of 54.3 mW/mm^2.
- The maximum vdd ir drop reads 0.0582 mV.
- The type of destination of the critical path reads a primary output.
- The classification of the worst-slack hold path is reg2reg.
- The worst setup slack after layout reads 13.82 ns.
- The CTS sink count is 2081.
- The most numerous cell in the Yosys netlist is sky130_fd_sc_hd__edfxtp_1.
- The script computed the net switching share of total power as 23.6%.
- Once synthesis finished, the tally of register bits stood at 2081.
- The global-route wire length before repair is 482000 um.
- The worst path uses 57.0% of the clock period.
- The max-slew violation count reads 0.
- The share of the core area taken by cells at floorplan is 30.2%.
- Per the STA report, the cell with the highest stage delay on the worst path is sky130_fd_sc_hd__buf_4.
- The number of global-route vias before repair is 65.4k.
- The top-area cell type share of the netlist area reads 64.0%.
- The insertion delay at the late pin of the worst-skew pair reads 0.88 ns.
- The TritonCTS buffer count is 209.
- The pre-antenna-repair detailed-routing pass consisted of 8 iterations.
- The count of placed standard cells in the final layout, fillers left out is 10.1k.
- The share of cells above drive strength 1 is 29.5%.
- The number of distinct library cells after synthesis is 67.
- Per the placement log, port buffering inserted 117 buffers.
- The timing report gives the biggest stage delay along the critical path as 0.70 ns.
- 170 I/O pins were placed.
- The worst relative slew slack is 21.4%.
- After detailed routing, the number of remaining DRC violations is 0.
- In this run the layout overhead on the synthesized area is reported as 15.1%.
- The clock arrives with 0.0307 ns of skew.
- The number of placement rows reads 207.
- The power report attributes to the combinational group a share of 9.0%.
- Once the clock tree was built, the setup fixing pass inserted 0 buffers.
- The average routed wire per standard cell is 34.2 um.
- The synthesized chip area reported by yosys is 0.0961 sq mm.
- The internal power component is 4.58 mW.
- The worst setup path is of the in2out kind.
- Per the OpenROAD floorplan log, the area of the die is 0.323 sq mm.
- The die is 568 um tall.
- The yosys synthesis warning count is 1.
- Ranked by instance count, the synthesized netlist is headed by sky130_fd_sc_hd__edfxtp_1 (2048), sky130_fd_sc_hd__mux4_2 (762), sky130_fd_sc_hd__nor2_1 (402), sky130_fd_sc_hd__a221oi_1 (300), sky130_fd_sc_hd__mux2i_1 (247).
- The critical path's most frequent cell is sky130_fd_sc_hd__buf_4.
- The count of flip-flops with a built-in enable after synthesis reads 2048.
- The family with the most delay on the worst path reads buffers and inverters.
- In this run, post-CTS repair resized a total of 0 instances.
- Timing would allow up to 54.7 MHz.
- For reference, the top cells by area after synthesis are sky130_fd_sc_hd__edfxtp_1 (64%), sky130_fd_sc_hd__mux4_2 (18%), sky130_fd_sc_hd__a221oi_1 (2.7%).
- The OpenROAD report gives the critical path a required time of 25.68 ns.
- The part of the total power dissipated in the clock network reads 41.1%.
- The minimum setup slack after placement is 13.69 ns.
- The total standard cell area after synthesis is 0.0961 sq mm.
- In this run the static leakage power is 34.4 nW.
- The critical path depth is 9.
- The largest fanout on the critical path reads 53.
- The top cell type by total area after synthesis reads sky130_fd_sc_hd__edfxtp_1.
- After clock tree synthesis, the flow added hold-fix buffers numbering 0.
- STA classifies the critical path startpoint as an input pin.
- Warnings raised by the tools during the run amount to 78.
- The core area is 0.318 sq mm.
- Dividing the synthesized area by the synthesized cell count gives 17.7 sq um.
- In the Yosys report, the sequential cells make up 64.7% of the chip area.
- The via count normalized by instance count is 5.95.
- Hold-check failures listed in the final report amount to 0.
- The number of vias in the routed layout reads 60.0k.
- For this run the aggregate overflow at the end of global routing stands at 0.
- The cell count after placement reads 9678.
- The CTS tree reads built.
- From the final report, the count of setup violators was given as 0.
- The final weighted congestion in routability-driven placement reads 0.946.
- The global routing report lists combined usage of all routing layers as 22.7%.
- The data arrival time of the worst path is 11.86 ns.
- The post-synthesis async set-or-reset flop share reads 0%.
- The die is 568 um wide.
- The maximum buffer depth of the clock tree reads 3.
- The cell count listed in synth_stat.txt reads 5425.
- Setup repair after global routing left no endpoint under its margin.
- The total chip power reads 6.00 mW.
- The maximum number of pins on one net before global-route repair reads 88.
- The count of nets left with antenna violations after detail routing is 0.
- Per STA, the worst path is made up of buf_8, buf_4, buf_4, buf_4, buf_4, mux4_2, mux4_2, mux4_2, clkdlybuf4s50_1.
==> placed cells by master (no fill, tap or decap), types with 10 or more instances in the layout <==
master	n
sky130_fd_sc_hd__a21oi_1	85
sky130_fd_sc_hd__nor2_1	393
sky130_fd_sc_hd__o21ai_0	133
sky130_fd_sc_hd__bufinv_16	24
sky130_fd_sc_hd__a222oi_1	10
sky130_fd_sc_hd__edfxtp_1	2048
sky130_fd_sc_hd__clkinvlp_4	10
sky130_fd_sc_hd__clkinv_2	45
sky130_fd_sc_hd__clkbuf_16	211
sky130_fd_sc_hd__a22oi_1	147
sky130_fd_sc_hd__o22a_1	31
sky130_fd_sc_hd__inv_6	10
sky130_fd_sc_hd__nand2_1	156
sky130_fd_sc_hd__o22ai_1	112
sky130_fd_sc_hd__o211ai_1	30
sky130_fd_sc_hd__clkinv_1	51
sky130_fd_sc_hd__clkdlybuf4s50_1	74
sky130_fd_sc_hd__buf_4	434
sky130_fd_sc_hd__a221oi_1	300
sky130_fd_sc_hd__a31oi_1	23
sky130_fd_sc_hd__and2_1	11
sky130_fd_sc_hd__o21ai_1	30
sky130_fd_sc_hd__buf_2	35
sky130_fd_sc_hd__a221o_1	23
sky130_fd_sc_hd__mux4_2	762
sky130_fd_sc_hd__mux2_2	142
sky130_fd_sc_hd__mux2i_1	247
sky130_fd_sc_hd__dfxtp_1	33
sky130_fd_sc_hd__a22o_1	31
sky130_fd_sc_hd__o2bb2ai_1	26
sky130_fd_sc_hd__o221ai_1	19
sky130_fd_sc_hd__clkbuf_1	40
sky130_fd_sc_hd__o21a_1	10
==> flip-flops by register name (all words and copies together) (netlist names) <==
register       cells
data_rdata_o      32
data_rvalid_o      1
mem             2048
==> worst register-to-register path: stages (launching register included) <==
cell and delay [ns]:
sky130_fd_sc_hd__edfxtp_1 0.38, sky130_fd_sc_hd__mux2_1 0.31, sky130_fd_sc_hd__a221o_1 0.31, sky130_fd_sc_hd__a222oi_1 0.90, sky130_fd_sc_hd__o22ai_1 0.18, sky130_fd_sc_hd__nor4bb_1 1.01
sky130_fd_sc_hd__a41oi_1 0.21
==> metal layers <==
metal | global-route usage, % | vias up | routed length (um) | share of wire, %
met3 | 21.6 | 931 | 72700 | 21
met5 | 3.94 | - | 1990 | 0.58
met1 | 22.1 | 30000 | 100000 | 29
met2 | 31.9 | 5263 | 151000 | 44
met4 | 9.35 | 65 | 18700 | 5.4
li1 | - | 23800 | - | -
==> cells by family (layout without fill, tap and decap cells) <==
| family | count (synthesis) | count (layout) | share of synthesized area [%] |
|---|---|---|---|
| flip-flops | 2081 | 2081 | 64.7 |
| multiplexers | 1157 | 1157 | 22.2 |
| AND-OR/OR-AND | 1065 | 1065 | 8.19 |
| AND/OR/NAND/NOR | 632 | 632 | 2.69 |
| buffers and inverters | 490 | 960 | 2.29 |
| other | 0 | 9 | 0 |
==> stage by stage <==
stage | util (%) | area [sq um]
detailed placement | 32.6 | 104000
floorplan | - | 96100
finish | 34.8 | 111000
global placement | 32.6 | 104000
CTS | 34.8 | 111000
global route | 34.8 | 111000
==> cell type report <==
type / count / area (sq um)
fillers: 29100 / 208000
flip-flops and latches: 2081 / 62200
multi-input cells: 2854 / 31900
clock buffers: 254 / 5470
well taps: 4180 / 5230
repair buffers: 557 / 4420
clock inverters: 143 / 1380
inverters: 6 / 37.5
diodes: 9 / 22.5
==> path summary, 6_finish.rpt <==
path                                       from                 to  slack (ns)
worst max register to register       mem[58][7]    data_rdata_o[7]       28.65
worst min-delay path            data_rdata_o[8]    data_rdata_o[8]        0.56
worst max-delay path            instr_addr_i[2]  instr_rdata_o[19]       13.82
worst min register to register  data_rdata_o[8]    data_rdata_o[8]        0.56
==> power groups by stage <==
stage / Sequential, mW / Clock (mW) / Combinational [mW]
5_1_grt: 3.00 / 2.59 / 0.560
4_1_cts: 3.00 / 2.49 / 0.528
6_report: 3.00 / 2.47 / 0.539
Power figures rest on the tool's default switching activity, not on a simulated workload.
