$ cat flow/config.mk
export PLATFORM = sky130hd
export DESIGN_NAME = dm
export DESIGN_NICKNAME = dm
export VERILOG_FILES = /design/flow/design.v
export SDC_FILE = /design/flow/constraint.sdc
export NUM_CORES = 4
export LEC_CHECK = 1
export CORE_AREA = 10 10 109 109
export DIE_AREA = 0 0 119 119
$ cat flow/constraint.sdc
current_design dm

set clk_period 10.8
set clk_io_pct 0.2

create_clock -name clk0 -period $clk_period [get_ports {clk}]

set non_clock_inputs [all_inputs -no_clocks]
set_input_delay [expr $clk_period * $clk_io_pct] -clock clk0 $non_clock_inputs
set_output_delay [expr $clk_period * $clk_io_pct] -clock clk0 [all_outputs]
$ cat flow/design.v
module dm (
	input clk,          
	input [31:0] A,     
	input [31:0] WD,    
	input WE,           
	output [31:0] RD    
);
reg [31:0] mem [0:63];   
assign RD = (A < 32'h09000000 || A > 32'h090000fc)? 0 : mem[(A && 8'hff) >> 2];
always @ (posedge clk)
	if (A >= 32'h09000000 && A <= 32'h090000fc)
		if (WE) mem[(A && 8'hff) >> 2] <= WD;
endmodule
$ cat flow/run.sh
#!/bin/bash
# OpenROAD 26Q1-2900-gdf79404cd8, Yosys 0.63+post, stock flow scripts
make -C /OpenROAD-flow-scripts/flow DESIGN_CONFIG=/design/flow/config.mk WORK_HOME=/design/flow/orfs finish
==> results.py <==
# Physical implementation metrics
metrics = {
    "die": {
        "chip_area_mm2": 0.0142,
        "fp-row-count": 36,
        "initCoreUtil_pct": 17.4,
        "ios": 98,
        "die_w_um": 119,
        "core_mm2": 0.00964,
        "die_h_um": 119,
    },
    "synth": {
        "synth-seq-cells": 32,
        "synthCells": 120,
        "yosys_warnings": 1,
        "ys_cells": 120,
        "synth_cell_types": 16,
        "syn_area_mm2": 0.00168,
        "ys_seq_share_pct": 57.2,
        "avgSynthCellArea_um2": 14.0,
        "synth_chip_area_mm2": 0.00168,
    },
    "worst_setup_path": {
        "critical_path_required_ns": 8.64,
        "path_class": "input port to output pin",
        "start_kind": "input port",
        "cp-end-kind": "output pin",
        "worstPathArrival_ns": 4.50,
        "critPathMaxFanout": 33,
    },
    "timing": {
        "post-route-min-period_ns": 6.66,
        "final.setup.tns_ns": 0,
        "slew_violations": 0,
        "clock.fmax_mhz": 150,
        "setup_viol": 0,
        "tightestPinTransition_ns": 0.598,
        "finalCritPeriodShare_pct": 61.7,
        "slew_headroom_pct": 60.1,
        "final_hold_viol_count": 0,
        "grt_setup_unrepaired": "no",
        "worst_slack_ns": 4.14,
    },
    "clock_tree": {
        "htree_levels": 2,
        "cts_buffers": 5,
        "cts_sinks": 32,
        "clk_pin_slew_ns": 0.07,
        "cts_tree": "done",
        "cts.path.max_buffers": 2,
        "postCtsHoldBufs": 0,
        "postCtsSetupBuffers": 0,
        "root_buffer": "clkbuf_8",
        "cts-resized-gates": 0,
    },
    "grt": {
        "gr-usage-all-layers_pct": 7.26,
        "grt_pass1_vias": 1456,
        "grt_pass1_wl_mm": 8.23,
        "overflow": 0,
        "antenna_found_initial": 0,
        "grt_max_degree": 34,
    },
    "final_layout": {
        "finalNonFillerCells": 354,
        "largest_reg_flops": 32,
        "top_register": "mem",
        "lay_top_cells": "97 x clkdlybuf4s50_1, 33 x inv_1, 32 x edfxtp_1",
        "area_growth_pct": 73.7,
        "reg_top3": "mem (32)",
        "drive_above_1_share_pct": 21.3,
        "lay_top_count": "clkdlybuf4s50_1",
    },
    "route": {
        "ant_nets": 0,
        "route.antenna.diode_count": 0,
        "drtIter0Drc": 80,
        "remaining_drc_errors": 0,
        "first_pass_iters": 2,
        "wirelength_mm": 5.23,
        "vias": 1345,
        "vias_per_cell": 3.80,
        "routedWlPerCell_um": 14.8,
    },
    "power": {
        "ir_drop_mv": 0.0460,
        "p_leak_nw": 0.958,
        "p_per_area_mw_per_mm2": 95.0,
    },
    "run": {
        "max_cap_viol_count": 0,
        "warnings": 25,
    },
    "status": {
        "outcome": "completed",
    },
    "placed_design": {
        "hpwl_mm": 3.98,
        "place_ws_ns": 4.09,
        "post-place-cells": 346,
        "gp_congestion": 0.696,
        "portBuffers": 97,
    },
    "worst_hold_path": {
        "hp-class": "input port to flop",
    },
}
==> Yosys cell counts <==
master    instances  area, um2
buf_4             3       22.5
nor4_4            3       63.8
nor2_1            2       7.51
nor4_1            7       43.8
o211ai_2          1       12.5
nand2_1           1       3.75
buf_6             3       33.8
edfxtp_1         32        961
inv_1            33        124
and2_1            1       6.26
nand4_1           1       6.26
or4_4             1       11.3
nor4_2           27        338
a211oi_1          1       7.51
nand4b_4          1       23.8
buf_2             3       15.0
==> stage by stage <==
step | hold slack (ns) | cell area [um2] | power (mW) | utilization [%]
after floorplan | 2.26 | 1680 | 0.142 | -
after global placement | 2.72 | 2810 | 0.166 | 29.2
after detailed placement | 2.72 | 2810 | 0.166 | 29.2
after CTS | 2.42 | 2920 | 0.283 | 30.3
after global routing | 2.41 | 2920 | 0.290 | 30.3
final | 2.43 | 2920 | 0.277 | 30.3
==> where the power goes <==
part           switching (mW)  internal, mW  total (mW)
sequential      0.00000000786         0.136       0.136
clock                  0.0455        0.0685       0.114
combinational         0.00580        0.0212      0.0270
==> routing by layer <==
| metal | up-vias | GRT usage, % | wire (um) |
|---|---|---|---|
| li1 | 635 | - | - |
| met1 | 643 | 9.06 | 2220 |
| met3 | 5 | 3.55 | 521 |
| met5 | - | 0 | 0 |
| met4 | 0 | 0.611 | 48 |
| met2 | 62 | 11.7 | 2440 |
==> path summary, 6_finish.rpt <==
check	to	from	slack, ns	cells past startpoint
worst min-delay path	mem[0][14]$_DFFE_PP_	WD[14]	2.43	1
worst max-delay path	RD[31]	A[30]	4.14	6
==> cell type report <==
class                           count  area (um2)
Sequential cell                    32         961
Clock inverter                      2        35.0
Timing Repair Buffer              102        1010
Fill cell                        1000        6720
Multi-Input combinational cell     46         552
Inverter                           33         124
Tap cell                          133         166
Clock buffer                        6        72.6
==> worst max-delay path, stage by stage <==
cell and delay (ns):
clkdlybuf4s50_1 0.40, or4_4 0.56, nand4b_4 0.18, buf_4 0.33, nor4_1 0.34, clkdlybuf4s50_1 0.52
==> cell families after synthesis <==
kind of cell / after synthesis / share of synthesized area [%]
buffers and inverters: 42 / 11.6
and+or+nand+nor: 44 / 30.0
AOI/OAI and AO/OA: 2 / 1.19
DFF: 32 / 57.2
Power is estimated from default activity; no workload was simulated.
